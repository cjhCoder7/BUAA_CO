==> config.mk <==
export PLATFORM = sky130hd
export DESIGN_NAME = EM
export DESIGN_NICKNAME = EM
export VERILOG_FILES = /design/flow/design.v
export SDC_FILE = /design/flow/constraint.sdc
export NUM_CORES = 4
export LEC_CHECK = 1
export CORE_AREA = 10 10 190 190
export DIE_AREA = 0 0 200 200
==> constraint.sdc <==
current_design EM

set clk_period 1.0
set clk_io_pct 0.2

create_clock -name clk0 -period $clk_period [get_ports {Clk}]

set non_clock_inputs [all_inputs -no_clocks]
set_input_delay [expr $clk_period * $clk_io_pct] -clock clk0 $non_clock_inputs
set_output_delay [expr $clk_period * $clk_io_pct] -clock clk0 [all_outputs]
==> design.v <==
`timescale 1ns / 1ps
`timescale 1ns / 1ps
module EM (
	input Clk,
	input Reset,
	input [31:0] E_Instruction,
	input [31:0] E_PC,
	input [31:0] E_AluC,
	input [31:0] E_Imm32,
	input [31:0] E_RT_Data,
	input [4:0] E_RegAddr,
	output reg [31:0] M_Instruction,
	output reg [31:0] M_PC,
	output reg [31:0] M_AluC,
	output reg [31:0] M_Imm32,
	output reg [31:0] M_RT_Data,
	output reg [4:0] M_RegAddr,
	output reg [2:0] M_Tnew
	);
	initial begin
		M_Instruction = 32'h0;
		M_PC = 32'h0;
		M_AluC = 32'h0;
		M_Imm32 = 32'h0;
		M_RT_Data = 32'h0;
		M_RegAddr = 5'h0;
		M_Tnew = 32'h0;
	end
	always @(posedge Clk) begin
		if (Reset) begin
			M_Instruction <= 32'h0;
		end
		else begin
			M_Instruction <= E_Instruction;
			M_PC <= E_PC;
			M_AluC <= E_AluC;
			M_Imm32 <= E_Imm32;
			M_RT_Data <= E_RT_Data;
			M_RegAddr <= E_RegAddr;
		end
	end
	always @(*) begin
		case (M_Instruction[31:26])
			6'b000000: begin
				case (M_Instruction[5:0]) 
					6'b100000: M_Tnew = 0;
					6'b100010: M_Tnew = 0;
					6'b001000:  M_Tnew = 0;
					default: M_Tnew = 0;
				endcase
			end
			6'b001101:		  M_Tnew = 0;
			6'b001111: 		  M_Tnew = 0;
			6'b101011:          M_Tnew = 0;
			6'b100011: 		  M_Tnew = 1;
			6'b000100: 		  M_Tnew = 0;
			6'b000011: 		  M_Tnew = 0;
			default: 	  M_Tnew = 0;
		endcase
	end
endmodule
==> run.sh <==
#!/bin/bash
# OpenROAD 26Q1-2900-gdf79404cd8, Yosys 0.63+post, stock flow scripts
make -C /OpenROAD-flow-scripts/flow DESIGN_CONFIG=/design/flow/config.mk WORK_HOME=/design/flow/orfs finish
==> results.json <==
{
  "cts.sinks": 165,
  "die.size.y_um": 200,
  "ir_drop_mv": 1.03,
  "fmax_mhz": 725,
  "crit_path_max_incr_delay_ns": 0.31,
  "hold_viol_final": 0,
  "final_layout_size_suffix_gt1_share_pct": 38.6,
  "cts_buffer_depth": 2,
  "ys_cells": 206,
  "yosys.cell_types.count": 8,
  "drtPass1Iterations": 4,
  "place_congestion": 0.804,
  "postRouteAntennaNets": 0,
  "critPathMaxFanout": 2,
  "die_area_sq_um": 40000,
  "first_iter_violations": 54,
  "cpMaxStageDelayCell": "dfxtp_1",
  "syn_area_per_cell_sq_um": 23.8,
  "comb_area_sq_um": 221,
  "rows": 65,
  "cellPowerDensity_nw_per_um2": 1810,
  "timing.hold.ws_ns": 0.306,
  "critPathKind": "reg -> out",
  "startpoint_type": "register",
  "fp_util_pct": 15.4,
  "seq_area_sq_um": 4650,
  "antenna_found_initial": 8,
  "grt_pass1_vias": 3459,
  "endpoint_kind": "primary output",
  "final_common_cell": "clkdlybuf4s50_1",
  "syn_area_sq_um": 4890,
  "grt_usage_pct": 8.22,
  "hold_class": "in -> reg",
  "cts_max_level": 4,
  "clkTransAtPathRegs_ns": 0.07,
  "postPlaceCellArea_sq_um": 8910,
  "yosys_warnings": 1,
  "ys_seq_share_pct": 94.7,
  "p_total_mw": 15.8,
  "violations": "setup timing",
  "grt_pass1_wl_mm": 23.2,
  "tns_ns": -17.25,
  "power_leakage_nw": 3.37,
  "min_period_ns": 1.38,
  "yosys_area_sq_um": 4890,
  "period_used_pct": 138,
  "place_hpwl_mm": 14.1,
  "drc": 0,
  "final_area_sq_um": 8720,
  "fillers": 3254,
  "numSynthFlops": 165,
  "grt_max_degree": 41,
  "port_buffers": 332,
  "setup_viol": 166,
  "outcome": "finished with violations",
  "final_cells": 1019,
  "final_cell_mix": "clkdlybuf4s50_1, buf_2, edfxtp_1",
  "cp_data_arrival_time_ns": 1.18,
  "core_sq_um": 31800,
  "die_w_um": 200,
  "via_per_inst": 3.13,
  "drt-total-wl_mm": 17.2,
  "place_inst": 983,
  "grt_overflow_total": 0,
  "io_pins": 335,
  "warning_count": 28,
  "post-route-util_pct": 27.4,
  "maxSlewViolCount": 0,
  "wire_per_inst_um": 16.9,
  "vias": 3192,
  "cp.required_ns": 0.80,
  "pre_cts_ws_ns": -0.566,
  "cp_cell_sequence": "nand4b_1 > nor3_1 > buf_2",
  "cts_tree": "done",
  "cts_buffers": 17,
  "syn2layout_area_growth_pct": 78.2,
  "max_cap_viol_count": 0,
  "cts-root-buf": "clkbuf_16",
  "rsz0062_at_grt": "true",
  "setup_slack_ns": -0.380,
  "syn_inst": 206
}
-- layout make-up --
cell class	instances	share of cell area [%]
Multi-Input combinational cell	36	2.54
Timing Repair Buffer	347	31.2
Clock buffer	17	4.88
Clock inverter	15	1.62
Inverter	1	0.0861
Tap cell	435	6.24
Antenna cell	3	0.0861
Sequential cell	165	53.3
-- worst paths after layout --
kind	startpoint	to	slack, ns	cells past startpoint
max	M_Instruction[30]	M_Tnew[0]	-0.38	3
min	E_Instruction[13]	M_Instruction[13]	0.31	2
-- worst max-delay path: cells and delay by family, from the launching register on --
| kind | cells | cell delay (ns) |
|---|---|---|
| and+or+nand+nor | 2 | 0.32 |
| buffers and inverters | 1 | 0.13 |
| DFF | 1 | 0.31 |
-- registers in the layout (all words and copies together), names as in the netlist --
name and flops:
M_PC 32, M_RegAddr 5, M_Imm32 32, M_AluC 32, M_Instruction 32, M_RT_Data 32
-- metal layers --
| metal | global-route usage (%) | share of wire (%) | up-vias |
|---|---|---|---|
| li1 | - | - | 1490 |
| met1 | 8.41 | 34 | 1445 |
| met2 | 13.0 | 45 | 227 |
| met3 | 7.04 | 19 | 22 |
| met4 | 0.925 | 1.2 | 8 |
| met5 | 0 | 0.29 | - |
-- power by group --
| part | leakage [nW] | switching (mW) | internal, mW | total, mW |
|---|---|---|---|---|
| Clock | 0.276 | 2.85 | 3.48 | 6.33 |
| Combinational | 1.52 | 0.402 | 0.979 | 1.38 |
| Sequential | 1.57 | 0.121 | 7.97 | 8.09 |
| Total | 3.37 | 3.38 | 12.4 | 15.8 |
-- cell families after synthesis --
logic type | share of synthesized area (%)
and+or+nand+nor | 4.37
other | 0.0766
DFF | 94.7
buffers and inverters | 0.844
-- what timing repair did --
action / CTS / global route
gates resized: 564 / 8
endpoints found under the setup margin: 231 / 166
pin swaps: 1 / 1
buffers inserted: 1 / 0
hold buffers: 0 / 0
-- synthesized netlist by cell type --
master | count | share of area [%]
inv_1 | 1 | 0.077
nor2b_1 | 32 | 4.1
conb_1 | 1 | 0.077
buf_4 | 5 | 0.77
nor3_1 | 1 | 0.10
dfxtp_1 | 32 | 13
nand4b_1 | 1 | 0.18
edfxtp_1 | 133 | 82
Power and IR drop assume default switching activity.
