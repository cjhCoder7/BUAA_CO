[flow/run.sh]
#!/bin/bash
# OpenROAD 26Q1-2900-gdf79404cd8, Yosys 0.63+post, stock flow scripts
make -C /OpenROAD-flow-scripts/flow DESIGN_CONFIG=/design/flow/config.mk WORK_HOME=/design/flow/orfs finish
[flow/config.mk]
export PLATFORM = sky130hd
export DESIGN_NAME = BlockChecker
export DESIGN_NICKNAME = BlockChecker
export VERILOG_FILES = /design/flow/design.v
export SDC_FILE = /design/flow/constraint.sdc
export NUM_CORES = 4
export LEC_CHECK = 1
export CORE_UTILIZATION = 40
[flow/constraint.sdc]
current_design BlockChecker

set clk_period 8.1
set clk_io_pct 0.2

create_clock -name clk0 -period $clk_period [get_ports {clk}]

set non_clock_inputs [all_inputs -no_clocks]
set_input_delay [expr $clk_period * $clk_io_pct] -clock clk0 $non_clock_inputs
set_output_delay [expr $clk_period * $clk_io_pct] -clock clk0 [all_outputs]
[flow/design.v]
`timescale 1ns / 1ps
module BlockChecker(
    input clk,
    input reset,
    input [7:0] in,
    output reg result
    );
    function [7:0] toLower(input [7:0] letter);
        toLower = (letter >= "A" && letter <= "Z") ? letter - ("A" - "a") : letter;
    endfunction
    parameter state0 = 4'b0000;  
    parameter state1 = 4'b0001;  
    parameter state2 = 4'b0010;  
    parameter state3 = 4'b0011;  
    parameter state4 = 4'b0100;  
    parameter state5 = 4'b0101;  
    parameter state6 = 4'b0110;  
    parameter state7 = 4'b0111;  
    parameter state8 = 4'b1000;  
    parameter state9 = 4'b1001;  
    reg[3:0] nextState = 0;
    reg[31:0] beginCount = 0;
    reg [31:0] alwaysEnd = 0;
    always @(posedge clk or posedge reset) begin
        if (reset) begin
            nextState <= state0;
            beginCount <= 0;
            alwaysEnd <= 0;
        end
        else if (alwaysEnd != 2) begin       
        case (nextState)
            state0 : begin
                if (toLower(in) == "b") nextState <= state1;
                else if (toLower(in) == "e") nextState <= state6;
                else if (toLower(in) >= "a" && toLower(in) <= "z") nextState <= state9;
                else if(toLower(in) == " ") nextState <= state0;
            end
            state1 : begin
                if (toLower(in) == "e") nextState <= state2;
                else if (toLower(in) >= "a" && toLower(in) <= "z") nextState <= state9;
                else if (toLower(in) < "a" || toLower(in) > "z") nextState <= state0;
            end
            state2 : begin
                if (toLower(in) == "g") nextState <= state3;
                else if (toLower(in) >= "a" && toLower(in) <= "z") nextState <= state9;
                else if (toLower(in) < "a" || toLower(in) > "z") nextState <= state0;
            end
            state3 : begin
                if (toLower(in) == "i") nextState <= state4;
                else if (toLower(in) >= "a" && toLower(in) <= "z") nextState <= state9;
                else if (toLower(in) < "a" || toLower(in) > "z") nextState <= state0;
            end
            state4 : begin
                if (toLower(in) == "n") begin
                    nextState <= state5;
                    beginCount <= beginCount + 1;
                end
                else if (toLower(in) >= "a" && toLower(in) <= "z") nextState <= state9;
                else if (toLower(in) < "a" || toLower(in) > "z") nextState <= state0;
            end
            state5 : begin
                if (toLower(in) < "a" || toLower(in) > "z") nextState <= state0;
                else if (toLower(in) >= "a" && toLower(in) <= "z") begin 
                    beginCount <= beginCount - 1;
                    nextState <= state9;
                end
            end
            state6 : begin
                if (toLower(in) == "n") nextState <= state7;
                else if (toLower(in) >= "a" && toLower(in) <= "z") nextState <= state9;
                else if (toLower(in) < "a" || toLower(in) > "z") nextState <= state0;
            end
            state7 : begin
                if (toLower(in) == "d") begin
                    nextState <= state8;
                    if (beginCount > 0 && alwaysEnd != 2) beginCount <= beginCount - 1;
                    else if (beginCount == 0 && alwaysEnd != 2) alwaysEnd <= 1;
                end
                else if (toLower(in) >= "a" && toLower(in) <= "z") nextState <= state9;
                else if (toLower(in) < "a" || toLower(in) > "z") nextState <= state0;
            end
            state8 : begin
                if (toLower(in) < "a" || toLower(in) > "z") begin 
                    nextState <= state0;
                    if (alwaysEnd == 1) begin
                        alwaysEnd <= 2;
                    end
                end
                else if (toLower(in) >= "a" && toLower(in) <= "z") begin  
                    nextState <= state9;
                    if (alwaysEnd == 0) beginCount <= beginCount + 1;
                    else if (alwaysEnd == 1) begin
                        alwaysEnd <= 0;
                    end
                end
            end
            state9 : begin
                if (toLower(in) < "a" || toLower(in) > "z") nextState <= state0;
                else if (toLower(in) >= "a" && toLower(in) <= "z") nextState <= state9;
            end
            default : nextState <= nextState;
        endcase
        end
    end
    always @(*) begin
        if (alwaysEnd > 0 || beginCount != 0) result = 0;
        else if (alwaysEnd == 0 && beginCount == 0) result = 1;
    end
endmodule
==> run_results.csv <==
group,metric,value,unit
outcome,status,"completed",
yosys,synth_cell_types,62,
power,combPwrFrac,3.9,%
setup_path,crit_type,"in -> reg",
floorplanning,initCoreUtil,41.2,%
clock_network,cts.sink_count,38,
drt,top_layer,"met4",
floorplanning,ios,11,
clock_network,cts_root_buffer,"clkbuf_8",
final_timing,skew,0.0125,ns
floorplanning,die-width,93.7,microns
yosys,ys_ff,38,
min_path,min_path_type,"reg -> reg",
setup_path,worstPathArrival,4.64,ns
final_timing,worst_slew_pin_slew,0.621,ns
power,clkPwrFrac,49.7,%
clock_network,clkTransAtPathRegs,0.09,ns
drt,via_per_inst,5.54,
yosys,async_flop_share,100,%
global_route,grt_pass1_wl,12800,microns
finish,final_cells,527,
setup_path,cp-end-kind,"flip-flop",
run,maxCapViolCount,0,
final_timing,fin_crit,4.46,ns
power,p_leak,1.71,nW
place,dp.cells,519,
clock_network,cts-buffers-inserted,5,
final_timing,setup_violations,0,
power,peakVddDrop,0.0798,mV
yosys,syn-instance-count,413,
finish,seqCellArea,951,sq um
floorplanning,die_h,93.7,microns
power,power.density,110,nW/um^2
power,p_int,328,uW
final_timing,hold_viol,0,
setup_path,critPathMaxFanout,67,
setup_path,reg2reg_depth,13,
drt,first_pass_iters,4,
yosys,yosys_cells,413,
drt,vias,2922,
drt,antenna_cells,0,
finish,fill_cells,804,
clock_network,hold_buffers,0,
global_route,grt_pass1_vias,2793,
global_route,overflow,0,
yosys,syn_area,3370,sq um
yosys,top_area_cell,"dfrtp_1",
setup_path,rr_startpoint,"nextState[2]",
clock_network,worstSkewPairLatency,0.29,ns
run,warning_count,25,
yosys,top_area_share,28.2,%
setup_path,regToRegEndpoint,"beginCount[25]",
setup_path,worst_setup_path_start_kind,"input pin",
power,power_frac_seq,46.4,%
drt,wl_met1,3760,microns
setup_path,r2r_setup_slack,4.14,ns
clock_network,cts_tree,"done",
place,dpl.hpwl,5230,microns
clock_network,cts-resized-gates,0,
final_timing,relSlewSlack,58.6,%
yosys,avgSynthCellArea,8.15,sq um
yosys,synth.most_common_cell,"nand2_1",
global_route,grt_max_degree,68,
finish,area_growth,10.3,%
clock_network,cts_max_level,2,
floorplanning,core-area,8180,sq um
final_timing,final-max-slew-violation-count,0,
power,total_power,408,uW
power,swShare,19.7,%
drt,routedWlPerCell,13.5,microns
place,gp_congestion,0.856,
yosys,netlist_top_cells_count,"57 x nand2_1, 43 x o21ai_0, 38 x dfrtp_1",
min_path,worstHoldPathCells,2,
yosys,synthTopCellsByArea,"dfrtp_1 28%, ha_1 12%, o21ai_0 6.4%",
drt,met3_length,102,microns
finish,mi_logic_area,2320,sq um
final_timing,fmax,224,MHz
setup_path,required,8.28,ns
global_route,antenna_found_initial,0,
yosys,synthFlopType,"dfrtp_1",
final_timing,tns,0,ns
min_path,hold_end,"beginCount[13]",
power,netSwitchingPower,80.2,uW
yosys,ys_seq_share,28.2,%
finish,drive_gt1_share,4.50,%
floorplanning,placementRows,33,
drt,drt-initial-drc-count,140,
place,port_buffers,10,
yosys,ys_area,3370,sq um
final_timing,grt_setup_unrepaired,"no",
clock_network,post_cts_buffers,0,
yosys,yosysWarnings,1,
final_timing,period_used_share,55.1,%
clock_network,cts_buffer_depth,2,
drt,ant_nets,0,
yosys,edf_count,0,
floorplanning,die_area,8790,sq um
drt,wl,7110,microns
drt,wl_met2,3180,microns
min_path,min_from,"beginCount[13]",
drt,drc_errors,0,
global_route,track_usage,18.1,%
-- sequential cells by signal, summed over array words and instances, names as in the netlist --
signal and flops:
alwaysEnd 2, beginCount 32, nextState 4
-- through the flow --
| step | utilization (%) | worst slack [ns] | area, sq um | hold WS [ns] |
|---|---|---|---|---|
| after floorplan | - | 4.22 | 3370 | 0.474 |
| after global placement | 43.7 | 3.40 | 3570 | 0.498 |
| after detailed placement | 43.7 | 3.31 | 3570 | 0.508 |
| after CTS | 45.4 | 3.64 | 3710 | 0.529 |
| after global routing | 45.4 | 3.35 | 3710 | 0.554 |
| final | 45.4 | 3.64 | 3710 | 0.524 |
-- cells in the final DEF (no fill, tap or decap), drive strengths merged, types with 3 or more instances in the layout --
cell type,synthesis,layout
nand3,11,11
xor2,13,13
clkbuf,7,6
ha,31,31
a21o,9,9
xnor2,12,12
nand2b,4,4
o211ai,8,8
a21oi,36,36
a31oi,3,3
nor2b,5,5
o21ai,43,43
o31ai,5,5
and2,5,5
inv,12,12
nor3,10,10
a211oi,3,3
nor4,9,9
nand3b,3,3
clkdlybuf4s50,0,10
nor2,25,25
dfrtp,38,38
o21bai,3,3
nand4,4,4
o21a,7,7
buf,5,3
nand2,57,57
and3,5,5
or3,3,3
-- worst max-delay path: stages --
cell             delay [ns]
clkdlybuf4s50_1        0.48
or4_4                  0.57
o221a_1                0.25
o211ai_1               0.26
o21bai_1               0.15
a31o_1                 0.25
o221ai_4               0.06
buf_4                  0.51
nor4b_1                0.13
a211oi_2               0.22
nand3_1                0.10
-- power groups by stage --
stage / Sequential, mW / Combinational (mW) / Clock, mW
4_1_cts: 0.190 / 0.0163 / 0.212
5_1_grt: 0.190 / 0.0183 / 0.220
6_report: 0.190 / 0.0159 / 0.203
-- metal layers --
metal / vias up / GRT usage [%]
li1: 1561 / -
met1: 1333 / 27.1
met2: 21 / 30.1
met3: 7 / 1.81
met4: 0 / 1.41
met5: - / 0
-- cells by family (layout without fill, tap and decap cells) --
family / Yosys count / count (layout) / synth area share, %
flops: 38 / 38 / 28.2
buf+inv: 24 / 33 / 3.20
simple gates: 151 / 151 / 22.2
fa+ha+maj: 32 / 32 / 12.1
compound gates: 141 / 141 / 27.1
mux: 2 / 2 / 0.632
xor+xnor: 25 / 25 / 6.50
-- worst max-delay path by stage --
| stage | slack, ns | end | startpoint | cells after the start |
|---|---|---|---|---|
| after CTS | 3.64 | beginCount[31] | in[0] | 11 |
| after global routing | 3.35 | beginCount[30] | in[0] | 11 |
| final | 3.64 | beginCount[31] | in[0] | 11 |
-- cell type report --
type,instances,area share (%)
Tap cell,105,3.54
Multi-Input combinational cell,351,62.5
Timing Repair Buffer,13,3.30
Sequential cell,38,25.6
Inverter,12,1.21
Clock buffer,6,2.22
Clock inverter,2,1.62
Power figures rest on the tool's default switching activity, not on a simulated workload.
