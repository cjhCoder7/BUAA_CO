--- flow/design.v ---
`timescale 1ns / 1ps
`timescale 1ns / 1ps
module DE (
	input Clk,
	input Reset,
	input Flush,						 
	input [31:0] D_Instruction,
	input [31:0] D_PC,
	input [31:0] D_RS_Data,
	input [31:0] D_RT_Data,
	input [4:0] D_RegAddr,
	input [31:0] D_Imm32,			 
	output reg [31:0] E_Instruction,
	output reg [31:0] E_PC,
	output reg [31:0] E_RS_Data,
	output reg [31:0] E_RT_Data,
	output reg [4:0] E_RegAddr,
	output reg [31:0] E_Imm32,
	output reg [2:0] E_Tnew
	);
	initial begin
		E_Instruction = 32'h0;
		E_PC = 32'h0;
		E_RS_Data = 32'h0;
		E_RT_Data = 32'h0;
		E_RegAddr = 5'h0;
		E_Imm32 = 32'h0;
		E_Tnew = 32'h0;
	end
	always @(posedge Clk) begin
		if (Reset) begin
			E_Instruction <= 32'h0;
			E_PC <= 32'h0;
			E_RS_Data <= 32'h0;
			E_RT_Data <= 32'h0;
			E_RegAddr <= 5'h0;
			E_Imm32 <= 32'h0;
		end
		else begin
			if (Flush == 0) begin
				E_Instruction <= D_Instruction;
				E_PC <= D_PC;
				E_RS_Data <= D_RS_Data;
				E_RT_Data <= D_RT_Data;
				E_RegAddr <= D_RegAddr;
				E_Imm32 <= D_Imm32;
			end else begin
				E_Instruction <= 32'h0;
				E_PC <= 32'h0;
				E_RS_Data <= 32'h0;
				E_RT_Data <= 32'h0;
				E_RegAddr <= 5'h0;
				E_Imm32 <= 32'h0;
			end
		end
	end
	always @(*) begin
		case (E_Instruction[31:26])
			6'b000000: begin
				case (E_Instruction[5:0]) 
					6'b100000: E_Tnew = 1;
					6'b100010: E_Tnew = 1;
					6'b001000:  E_Tnew = 0;
					default: E_Tnew = 0;
				endcase
			end
			6'b001101:		  E_Tnew = 1;
			6'b001111: 		  E_Tnew = 1;
			6'b101011:          E_Tnew = 0;
			6'b100011: 		  E_Tnew = 2;
			6'b000100: 		  E_Tnew = 0;
			6'b000011: 		  E_Tnew = 0;
			default: 	  E_Tnew = 0;
		endcase
	end
endmodule
--- flow/constraint.sdc ---
current_design DE

set clk_period 7.3
set clk_io_pct 0.2

create_clock -name clk0 -period $clk_period [get_ports {Clk}]

set non_clock_inputs [all_inputs -no_clocks]
set_input_delay [expr $clk_period * $clk_io_pct] -clock clk0 $non_clock_inputs
set_output_delay [expr $clk_period * $clk_io_pct] -clock clk0 [all_outputs]
--- flow/config.mk ---
export PLATFORM = sky130hd
export DESIGN_NAME = DE
export DESIGN_NICKNAME = DE
export VERILOG_FILES = /design/flow/design.v
export SDC_FILE = /design/flow/constraint.sdc
export NUM_CORES = 4
export LEC_CHECK = 1
export CORE_AREA = 10 10 192 192
export DIE_AREA = 0 0 202 202
--- flow/run.sh ---
#!/bin/bash
# OpenROAD 26Q1-2900-gdf79404cd8, Yosys 0.63+post, stock flow scripts
make -C /OpenROAD-flow-scripts/flow DESIGN_CONFIG=/design/flow/config.mk WORK_HOME=/design/flow/orfs finish
==> results.tsv <==
stage	metric	value	unit
outcome	status	completed	
die	site row count	66	
synth	area share, top type	0.717	
finish	share of cells above drive strength 1	0.0440	
place	count of input and output buffers	334	
cts	Post-CTS Hold Buffers	0	
cts	setup bufs post-CTS	0	
routing	DR vias/cell	3.11	
grt	first-pass GRT wire length	25100	um
routing	First-pass DRT Iterations	3	
timing	Slew @ Worst Pin	0.708	ns
critical_path	Worst setup EP type	output pin	
synth	Synth area leader	dfxtp_1	
power_and_ir_drop	Pwr Density	229	nW/um^2
timing	TNS Setup	0	ns
grt	vias in the first global route	3850	
cts	CTS Buf Count	17	
power_and_ir_drop	sw frac	0.203	
power_and_ir_drop	Sequential Power Share	0.466	
grt	GRT overflow	0	
timing	Final Setup Violations	0	
timing	Final Cycle Share	0.456	
timing	RSZ-0062 raised after global routing	false	
critical_path	critical path type	reg -> out	
die	I/O pin count	336	
cts	clock root buffer master	clkbuf_16	
place	Final GP Congestion	0.771	
synth	cells after synthesis	359	
power_and_ir_drop	Psw	414	uW
routing	routed wire length	17100	um
power_and_ir_drop	VDD IR max	0.000149	V
grt	GRT Total Usage	0.0825	
die	CORE AREA	32600	sq um
synth	yosys cell count	359	
power_and_ir_drop	Cell Int Power	1620	uW
routing	post-DR wirelength/cell	14.9	um
critical_path	CP endpoint	E_Tnew[0]	
min_path	WHS Path Cells	2	
cts	clock-pin slew on the worst setup and hold paths	0.06	ns
die	width of the die	202	um
die	Die ar.	40800	sq um
timing	relative slew slack	0.528	
place	DP HPWL	13400	um
critical_path	Worst Path Arrival	1.87	ns
routing	DRC	0	
die	Die Ht	202	um
run	max-cap violations	0	
synth	Distinct cells, synth	13	
run	Tool Warnings	25	
synth	yosys stat area	4610	sq um
synth	syn avg cell area	12.8	sq um
synth	Post-synth regs	165	
cts	Sink Count	165	
routing	drt initial violations	71	
timing	f_max	300	MHz
cts	H-tree depth	4	
critical_path	Max FO, Critical Path	4	
cts	CTS Buffer Depth	2	
timing	fin crit period	3.33	ns
timing	endpoints failing hold	0	
grt	largest net degree at the start of global routing	89	
min_path	hold crit path type	in -> reg	
synth	top cells, area	dfxtp_1 (72%), and2_1 (22%), buf_6 (3.9%)	
finish	P&R area growth vs syn	93.0	%
synth	post-synthesis sequential area ratio	0.717	
critical_path	Critical Path Start	E_Instruction[26]	
finish	final instance area	8900	sq um
cts	TritonCTS clock tree	built	
die	FP Core Util	0.141	
grt	initial antenna violation count	5	
power_and_ir_drop	Comb pwr share	0.094	
power_and_ir_drop	Static Leakage	0.00335	uW
cts	post_cts resized	0	
synth	Synth warnings	1	
critical_path	Req. time, crit path	5.84	ns
power_and_ir_drop	Clk pwr share	0.440	
routing	Detail Route Antenna Nets	0	
routing	vias after detailed routing	3572	
timing	Slew Viols, Final	0	
synth	mapped cell area	4610	sq um
place	Area after DPL	8320	sq um
critical_path	startpoint class of the critical path	register	
-- worst min path at each step --
stage,slack (ns),from,end
after CTS,1.54,D_RS_Data[29],E_RS_Data[29]
after global routing,1.55,D_RT_Data[12],E_RT_Data[12]
final,1.59,D_Imm32[25],E_Imm32[25]
-- placed cells by master (no fill, tap or decap) --
| cell type | synthesis | final |
|---|---|---|
| nor2_4 | 1 | 1 |
| nand4b_1 | 1 | 1 |
| and2_1 | 165 | 165 |
| clkdlybuf4s50_1 | 0 | 334 |
| clkbuf_1 | 1 | 3 |
| nor4b_2 | 1 | 1 |
| clkbuf_16 | 0 | 17 |
| dfxtp_1 | 165 | 165 |
| clkinvlp_4 | 0 | 5 |
| nor3_1 | 2 | 2 |
| clkinv_2 | 0 | 1 |
| nand3_1 | 2 | 2 |
| conb_1 | 1 | 1 |
| diode_2 | 0 | 2 |
| buf_4 | 2 | 2 |
| bufinv_16 | 0 | 3 |
| a211oi_2 | 1 | 1 |
| nor2_1 | 1 | 1 |
-- registers in the layout, indices dropped and copies added, names as in the netlist --
register / count
E_RS_Data: 32
E_RegAddr: 5
E_Imm32: 32
E_Instruction: 32
E_RT_Data: 32
E_PC: 32
-- through the flow --
step	instances	setup WS, ns	utilization	hold WS (ns)	total power [uW]
2_1_floorplan	359	5.04	-	1.58	996
3_3_place_gp	1118	3.64	0.255	2.03	1160
3_5_place_dp	1118	3.64	0.255	2.03	1160
4_1_cts	1147	3.93	0.273	1.54	2090
5_1_grt	1147	3.80	0.273	1.55	2140
6_report	1149	3.97	0.273	1.59	2030
-- synth_stat cells, drive strengths merged --
cell type  instances
a211oi             1
and2             165
buf               18
clkbuf             1
conb               1
dfxtp            165
nand3              2
nand4b             1
nor2               2
nor3               2
nor4b              1
-- critical path, cell delays in order (launching register included) --
cell and delay, ns:
dfxtp_1 0.35, nor4b_2 0.27, nand3_1 0.12, a211oi_2 0.21
clkdlybuf4s50_1 0.50
-- cells by family after synthesis --
family	share of synthesized area
buf+inv	0.0432
flops	0.717
compound gates	0.00271
simple gates	0.237
other cells	0.000814
-- power groups by stage --
stage / combinational (uW) / clock, uW / sequential, uW
4_1_cts: 196 / 945 / 947
5_1_grt: 208 / 977 / 950
6_report: 191 / 896 / 947
-- final cells by class --
type | count | area, sq um
Fill cell | 3380 | 23700
Timing Repair Buffer | 336 | 3360
Sequential cell | 165 | 3300
Multi-Input combinational cell | 175 | 1110
Tap cell | 442 | 553
Clock buffer | 20 | 437
Clock inverter | 9 | 133
Antenna cell | 2 | 5.00
-- layer usage --
layer | wire [um] | vias to the layer above | track usage
met5 | 58 | - | 0
met4 | 306 | 10 | 0.0134
met3 | 2410 | 21 | 0.0553
met2 | 7740 | 216 | 0.130
met1 | 6570 | 1570 | 0.0922
li1 | - | 1755 | -
Power is estimated from default activity; no workload was simulated.
